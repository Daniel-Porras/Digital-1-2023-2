**config.mk**
```make
export PLATFORM = sky130hd
export DESIGN_NAME = top
export DESIGN_NICKNAME = top
export VERILOG_FILES = /design/flow/design.v
export SDC_FILE = /design/flow/constraint.sdc
export NUM_CORES = 4
export LEC_CHECK = 1
export CORE_UTILIZATION = 30
```
**constraint.sdc**
```tcl
current_design top

set clk_period 3.3
set clk_io_pct 0.2

create_clock -name clk0 -period $clk_period [get_ports {clk}]

set non_clock_inputs [all_inputs -no_clocks]
set_input_delay [expr $clk_period * $clk_io_pct] -clock clk0 $non_clock_inputs
set_output_delay [expr $clk_period * $clk_io_pct] -clock clk0 [all_outputs]
```
**design.v**
```verilog
module BinarioBCD (
  input S5,
  input S4,
  input S3,
  input S2,
  input S1,
  input S0,
  output D3,
  output D2,
  output D1,
  output D0,
  output U3,
  output U2,
  output U1,
  output U0
);
  wire s6;
  wire s7;
  wire s8;
  wire s9;
  wire s10;
  assign D3 = 1'b0;
  assign D2 = ((S3 & S5) | (S4 & S5));
  assign s6 = ~ S5;
  assign s8 = ~ S4;
  assign s7 = ~ S3;
  assign s9 = ~ S2;
  assign s10 = ~ S1;
  assign D1 = ((S2 & S4 & s6) | (S3 & S4 & s6) | (s7 & s8 & S5));
  assign D0 = ((S1 & s9 & s7 & S4) | (S1 & S2 & S3 & S4) | (S1 & S3 & s8 & s6) | (S2 & S3 & s8 & s6) | (s9 & s7 & S4 & s6) | (S2 & s7 & S5) | (s7 & s8 & S5) | (S3 & S4 & S5));
  assign U3 = ((s10 & s9 & S3 & s8 & s6) | (S1 & s9 & s7 & S4 & s6) | (S1 & S2 & s7 & s8 & S5) | (s10 & s9 & s7 & S4 & S5) | (s10 & S2 & S3 & S4) | (S1 & S3 & S4 & S5));
  assign U2 = ((S1 & s9 & s7 & s8 & S5) | (S1 & S2 & S3 & s8) | (s10 & s9 & S3 & S4) | (s10 & s9 & S4 & s6) | (s10 & S2 & s8 & S5) | (S1 & S2 & S4 & S5) | (S2 & s7 & s8 & s6) | (s9 & S3 & S4 & s6));
  assign U1 = ((s10 & S2 & S3 & s8 & s6) | (s10 & s9 & s7 & S4 & s6) | (S1 & s9 & S3 & S4 & s6) | (S1 & S2 & s7 & s6) | (s10 & S2 & s7 & S5) | (S1 & s7 & s8 & s6) | (s10 & s7 & s8 & S5) | (S1 & S3 & s8 & S5) | (s10 & S3 & S4 & S5));
  assign U0 = S0;
endmodule
module ContadorTiempo
( 
input clk,
input setTime,
input [SIZE-1:0] setSeg,
input [SIZE-1:0] setMin, 
output reg [SIZE-1:0] countSeg,
output reg [SIZE-1:0] countMin,
input clk2,
output [3:0] SalidaMotor,
input sensor
);
parameter SIZE = 6;
reg control ;
reg [2:0] estados;
reg [9:0] count;
Prototipo_UWU protounu(control,clk2,SalidaMotor[0],SalidaMotor[1],SalidaMotor[2],SalidaMotor[3]);
initial
begin
  control=0;
  count=412;
  countSeg = 0;
  countMin = 0;
  estados = 1;
end
always@ (posedge clk) begin
	case(estados)
	0: 
	begin	
			count<=count+1;
			if(setTime==1'b1)begin
				estados<=2;
				count<=0;
			end
			else begin
			if(countSeg==0 && countMin==0)begin
				count<=0;
				estados<=1;
			end 
			else begin
				if(countSeg==0 & count==50)begin
					count<=0;
					countSeg<=6'd59;
					countMin<=countMin-1;
				end
				else begin
					if(count==50)begin
					countSeg<=countSeg-1;
					count<=0;
					end
				end
		end 
		end
	end
	1: begin	
			if(sensor==1)begin
			control<=0;
			count<=count;
			end
			else begin 
			count<=count+1;
			control<=1;
			if (count==512)begin
				control<=0;
				count<=0;
				countSeg<=setSeg;
				countMin<=setMin;
				estados<=0;
			end
			end
		end
	2:begin
			if(setTime==1'b0)begin
				estados<=0;
			end
			countSeg<=setSeg;
			countMin<=setMin;
	  end
	endcase
end
endmodule
module DIG_D_FF_1bit
#(
    parameter Default = 0
)
(
   input D,
   input C,
   output Q,
   output \~Q
);
    reg state;
    assign Q = state;
    assign \~Q = ~state;
    always @ (posedge C) begin
        state <= D;
    end
    initial begin
        state = Default;
    end
endmodule
module Prototipo_UWU (
  input X,
  input R,
  output S0,
  output S1,
  output S2,
  output S3
);
  wire s4;
  wire s5;
  wire s6;
  wire s7;
  assign s4 = ((~ X & s5) | (X & ~ s5 & s7) | (s5 & ~ s7));
  assign s6 = ((~ X & s7) | (X & ~ s7));
  assign S0 = (X & ~ s5 & ~ s7);
  assign S1 = (X & ~ s5 & s7);
  assign S2 = (X & s5 & ~ s7);
  assign S3 = (X & s5 & s7);
  DIG_D_FF_1bit #(
    .Default(0)
  )
  DIG_D_FF_1bit_i0 (
    .D( s4 ),
    .C( R ),
    .Q( s5 )
  );
  DIG_D_FF_1bit #(
    .Default(0)
  )
  DIG_D_FF_1bit_i1 (
    .D( s6 ),
    .C( R ),
    .Q( s7 )
  );
endmodule
module Reloj200Hz
( 
input clk,
output reg salida
);
reg [SIZE-1:0] count;
parameter SIZE = 25;
parameter duty = 25'd62500;
initial
begin
	salida=0;
	count = 0;
end
always@ (posedge clk) begin
	if(count == duty) begin
		count <= 0;
		salida <= ~salida;
	end
	else begin
		count <= count + 1;
	end
end
endmodule
module Reloj50Hz( 
input clk,
output reg salida
);
reg [SIZE-1:0] count;
parameter SIZE = 25;
parameter duty  = 25'd250000;
initial
begin
	salida=0;
	count = 0;
end
always@ (posedge clk) begin
	if(count == duty) begin
		count <= 0;
		salida <= ~salida;
	end
	else begin
		count <= count + 1;
	end
end
endmodule
module Reloj5Hz( 
input clk,
output reg salida
);
reg [SIZE-1:0] count;
parameter SIZE = 25;
parameter duty  = 25'd2500000;
initial
begin
  salida=0;	
  count = 0;
end
always@ (posedge clk) begin
	if(count == duty) begin
		count <= 0;
		salida <= ~salida;
	end
	else begin
		count <= count + 1;
	end
end
endmodule
module bcd7seg (
  input A,
  input B,
  input C,
  input D,
  output Y,
  output X,
  output W,
  output V,
  output U,
  output T,
  output S,
  output N
);
  wire s0;
  wire s1;
  wire s2;
  assign s0 = ~ B;
  assign s2 = ~ C;
  assign s1 = ~ D;
  assign Y = ~(A | (s0 & s1) | (B & D) | C);
  assign X = ~(s0 | (s2 & s1) | (C & D));
  assign W = ~(B | s2 | D);
  assign V = ~(A | (s0 & s1) | (s0 & C) | (B & s2 & D) | (C & s1));
  assign U = ~((s0 & s1) | (C & s1));
  assign T = ~(A | (B & s2) | (B & s1) | (s2 & s1));
  assign S = ~(A | (s0 & C) | (B & s2) | (C & s1));
  assign N= 1;
endmodule
module blink (
	input clk,
	input setTime,
    input [5:0] Segundos,
	input [5:0] Minutos,
	input [5:0] SegundosPulsa,
	input [5:0] MinutosPulsa,
	output reg [5:0] SalidaSelectorMin,
	output reg [5:0] SalidaSelectorSeg
  );
always@(posedge clk)
begin 
		if(setTime==1'b1)begin
			SalidaSelectorMin<=MinutosPulsa;
			SalidaSelectorSeg<=SegundosPulsa;
		end
		else begin
			SalidaSelectorMin<=Minutos;
			SalidaSelectorSeg<=Segundos;
		end
end
endmodule
module mux8a4 (
  input A0,
  input A1,
  input A2,
  input A3,
  input B0,
  input B1,
  input B2,
  input B3,
  input control,
  output A,
  output B,
  output C,
  output D
);
assign A=((A3 & ~(control))|(B3 & control));
assign B=((A2 & ~(control))|(B2 & control));
assign C=((A1 & ~(control))|(B1 & control));
assign D=((A0 & ~(control))|(B0 & control));
endmodule
module pulsador (
    input clk,
    input sw,
    output reg salida
  );
reg[2:0] count;
initial
begin
  count=0;
  salida=0;
end
always@(posedge clk)
begin 
		if(sw==1'b1)begin
			count<=count+1;
		end
		else begin
			count<=0;
		end
		if(count==3'd5)begin
			salida<=~salida;
			count<=0;
		end
end
endmodule
module pulsadores (
    input clk,
    input sw1,
    input sw2,
    input sw3,
    input setTime,
    output reg [5:0] setSeg,
    output reg [5:0] setMin,
    output reg op
  );
initial
begin
  setSeg=6'd30;
  setMin=0;
  op=0;
end
always@(posedge clk)	
begin
	if (sw3==1'b1)begin
		op<=~op;
	end
	if (setTime==1)begin
		if(op==0)begin
			if(sw1==1'b1)begin
				if(setSeg==6'd59)begin
					setSeg<=0;
				end
				else begin
					setSeg<=setSeg+1;
				end
			end 
			else begin
			if(sw2==1'b1)begin
				if(setSeg==6'd0)begin
					setSeg<=6'd59;
				end
				else begin
					setSeg<=setSeg-1;
				end
				end
			end
		end begin
		if(op==1)begin
			if(sw1==1'b1)begin
				if(setMin==6'd59)begin
					setMin<=0;
				end
				else begin
					setMin<=setMin+1;
				end
			end 
			else begin
			if(sw2==1'b1)begin
				if(setMin==6'd0)begin
					setMin<=6'd59;
				end
				else begin
					setMin<=setMin-1;
				end
				end
			end
			end
		end
	end
	end
endmodule
module selector (
input clk,
input [5:0] Segundos,
input [5:0] Minutos,
output reg [5:0] SalidaSelector,
output reg SenalDecontrol,
output reg Led1,
output reg Led2,
output reg Led3,
output reg Led4,
output reg punto
);
reg [2:0] count;
initial
begin
  punto=1;
  Led1=0;
  Led2=0;
  Led3=0;
  Led4=0;
  count=0;
end
always@ (posedge clk) begin
	case (count)
	0:
	begin
		SalidaSelector <= Segundos;
		SenalDecontrol<=1;
		punto<=1;
		Led4 <=0;
		Led1 <=1;
		count <=1;
	end
	1:
	begin
		SenalDecontrol<=0;
		Led1 <=0;
		Led2 <=1;
		count <=2;
	end
	2:
	begin
		SalidaSelector <= Minutos;
		SenalDecontrol<=0;
		Led2 <=0;
		Led3 <=1;
		count <=3;
	end
	3:
	begin
		SenalDecontrol<=1;
		punto<=0;
		Led3 <=0;
		Led4 <=1;
		count <=0;
	end
	endcase
end
endmodule
module top 
( 
    input  clk, 
    input sw1,
    input sw2,
    input sw3,
    input sensor,
    output [6:0] salidaSieteSeg,
    output [4:0] Leds,
    output [3:0] SalidaMotor
  );
parameter SIZE=6;
wire [3:0] Led;
wire [SIZE-1:0] salidaSeg;
wire [SIZE-1:0] salidaMin;
wire [SIZE-1:0] setSeg;
wire [SIZE-1:0] setMin;
wire [SIZE-1:0] salidaSelec;
wire [SIZE-1:0] salidaSegBlink;
wire [SIZE-1:0] salidaMinBlink;
wire op;
wire control;
wire setTime;
wire NewReloj200;
wire NewReloj50; 
wire NewReloj5; 
wire [3:0] Decenas;
wire [3:0] Unidades;
wire [3:0] SalidaMux;
Reloj200Hz clk200z(clk,NewReloj200);
Reloj5Hz clk5z(clk,NewReloj5); 
Reloj50Hz clk50z(clk,NewReloj50);
pulsadores pulsa(NewReloj5,~sw1,~sw2,~sw3,setTime,setSeg,setMin,op);
pulsador set(NewReloj5,~sw3,setTime);
ContadorTiempo   contauwu(NewReloj50,setTime,setSeg,setMin,salidaSeg,salidaMin,NewReloj50,SalidaMotor,sensor);
blink unu(NewReloj200,setTime,salidaSeg,salidaMin,setSeg,setMin,salidaMinBlink,salidaSegBlink);
selector Selectouwu(NewReloj200,salidaSegBlink,salidaMinBlink,salidaSelec,control,Led[0],Led[1],Led[2],Led[3],Leds[4]);
BinarioBCD binaBCD (salidaSelec[5],salidaSelec[4],salidaSelec[3],salidaSelec[2],salidaSelec[1],salidaSelec[0],Decenas[3],Decenas[2],Decenas[1],Decenas[0],Unidades[3],Unidades[2],Unidades[1],Unidades[0]);
mux8a4 mux (Decenas[0],Decenas[1],Decenas[2],Decenas[3],Unidades[0],Unidades[1],Unidades[2],Unidades[3],control,SalidaMux[3],SalidaMux[2],SalidaMux[1],SalidaMux[0]);
bcd7seg SieteSeg(SalidaMux[3],SalidaMux[2],SalidaMux[1],SalidaMux[0],salidaSieteSeg[6],salidaSieteSeg[5],salidaSieteSeg[4],salidaSieteSeg[3],salidaSieteSeg[2],salidaSieteSeg[1],salidaSieteSeg[0]);
assign Leds[0] = Led[0]&~(setTime&~op)||Led[0]&NewReloj5&(setTime&~op);
assign Leds[1] = Led[1]&~(setTime&~op)||Led[1]&NewReloj5&(setTime&~op);
assign Leds[2] = Led[2]&~(setTime&op)||Led[2]&NewReloj5&(setTime&op);
assign Leds[3] = Led[3]&~(setTime&op)||Led[3]&NewReloj5&(setTime&op);
endmodule
```
**run.sh**
```bash
#!/bin/bash
# OpenROAD 26Q1-2900-gdf79404cd8, Yosys 0.63+post, stock flow scripts
make -C /OpenROAD-flow-scripts/flow DESIGN_CONFIG=/design/flow/config.mk WORK_HOME=/design/flow/orfs finish
```
==> results.cfg <==
; implementation run metrics
[synth]
ys_cells = 783
synth_area_mm2 = 0.00748
ys_dominant_reg_cell = dfxtp_1
ys_warn_count = 9
syn_avg_cell_area_um2 = 9.56
ys_seq_share_pct = 46.9
synthArstFlopShare_pct = 0
synth-edff-count = 55
ys_area_mm2 = 0.00748
synth.distinct_cells = 62
syn_inst = 783
synth_flops = 148

[global_routing]
grt_usage_pct = 9.88
first_global_vias = 4549
grt_remaining_overflow = 0
grt_pass1_wl_um = 21200
grt_max_degree = 29
antenna_found_initial = 0

[place]
place.detailed.hpwl_um = 8870
dpl_cell_area_mm2 = 0.00789
gp_congestion = 0.823
place_ws_ps = 1300
numPortBuffers = 20

[floorplanning]
fp_util_pct = 30.7
fp.dieH_um = 160
core_area_mm2 = 0.0244
chipArea_mm2 = 0.0256
pin_count = 21
rows = 57
die_width_um = 160

[sta]
relSlewSlack_pct = 45.2
rsz0062_at_grt = false
post-route-period-util_pct = 70.2
slew_violations = 0
fin_skew_ps = 5.34
period_needed_ps = 2320
hold_viol = 0
finalSetupViolCount = 0
untimed_endpoints = 134
fmax_ghz = 0.432
setup_slack_ps = 983
tightest_slew_ps = 820
unclocked_regs = 70
holdWs_ps = 468
setup_tns_ps = 0

[drt]
dr.pass1.iters = 4
wl_per_cell_um = 11.0
drt-total-wl_um = 12200
drc_errors = 0
n_antenna_cell = 0
vias_per_cell = 4.54
drtAntennaViolNets = 0
first_iter_violations = 285
vias = 5021

[worst_setup_path]
critPathArrivalTime_ps = 1660
end_kind = primary output
reg2reg_depth = 5
worst_ep_required_time_ps = 2640
setup.worst_path.start_class = register
crit_type = reg2out
critPathTopFamily = simple AND/OR/NAND/NOR gates
critPathMaxFanout = 2
worstPathCellList = nor3_1 > nor2b_1 > clkdlybuf4s50_1
worst_path_max_delay_cell = nor3_1
critPathBufInv = 1
critical_path.max_stage_delay_ps = 430
path_depth = 3

[cells_and_area]
register_area_mm2 = 0.00351
mostFrequentLayoutCell = dfxtp_1
finalInstanceArea_mm2 = 0.00816
drive_gt1_share_pct = 5.63
syn_to_final_growth_pct = 9.03
comb_area_mm2 = 0.00357
lay_top_cells = 93 x dfxtp_1, 90 x nor2_1, 75 x nand2_1
n_fill_cell = 2413

[run]
drv_cap = 0
tool_warnings = 42

[worst_hold_path]
hold_class = reg2reg
whs_path_depth = 1

[clock_network]
post_cts_buffers = 0
htree_levels = 3
numCtsBuffers = 9
clockBufferDepth = 2
cts_tree = yes
path_clk_slew_ps = 50
post_cts_resize_count = 0
clkLatencyLatePin_ps = 330
ctsHoldBuffers = 0
cts_root_buffer = clkbuf_16

[outcome]
status = completed

[power]
vdd_drop_max_uv = 177
powerDensity_mw_per_mm2 = 228
p_leak_nw = 2.90
[sequential cells by signal, indices dropped and copies added (netlist names), 2 cells and up]
signal                     flops
clk200z.count                 25
clk50z.count                  25
clk5z.count                   25
contauwu.count                10
Selectouwu.SalidaSelector      6
contauwu.countMin              6
contauwu.countSeg              6
pulsa.setMin                   6
pulsa.setSeg                   6
unu.SalidaSelectorMin          6
unu.SalidaSelectorSeg          6
set.count                      3
Selectouwu.count               2
contauwu.estados               2
[cell type report]
cell class                      instances  share of cell area (%)
Tap cell                              324                    4.97
Inverter                               44                    2.02
Sequential cell                       148                    43.1
Clock buffer                           15                    3.28
Clock inverter                          1                  0.0613
Timing Repair Buffer                   24                    2.82
Multi-Input combinational cell        550                    43.8
[power breakdown]
part | leakage (nW) | switching [mW] | internal [mW]
Sequential | 1.29 | 0 | 0.950
Clock | 0.134 | 0.343 | 0.550
Combinational | 1.48 | 0.0120 | 0.00902
[kinds of logic (layout without fill, tap and decap cells)]
family          Yosys count  count (layout)  synth area share, %
simple gates            328             328                 22.1
flops                   148             148                 46.9
xor+xnor                 94              94                 11.0
buf+inv                  85              84                 5.32
compound gates           83              83                 7.41
fa+ha+maj                28              28                 4.68
mux                      17              17                 2.51
[metrics by stage]
step                power (mW)  instances  utilization, %
global route              1.93       1106            33.5
global placement         0.991       1090            32.3
floorplan                0.982        783               -
detailed placement       0.991       1090            32.3
finish                    1.86       1106            33.5
CTS                       1.89       1106            33.5
[routing by layer]
| metal | GRT usage (%) | vias to the layer above | part of all wire, % |
|---|---|---|---|
| met5 | 0 | - | 0 |
| met4 | 0.996 | 0 | 0.67 |
| li1 | - | 2672 | - |
| met2 | 15.3 | 71 | 44 |
| met1 | 16.0 | 2273 | 53 |
| met3 | 0.900 | 5 | 2.7 |
[cells in the mapped netlist (all sizes together) (19+ instances only)]
master	instances	share of area, %
dfxtp	93	25
nor3	21	1.6
inv	44	2.2
nor2	91	4.6
o21ai	28	1.9
nand3	37	2.5
xnor2	58	6.8
a21oi	19	1.3
edfxtp	55	22
buf	24	2.3
nand4	20	1.7
nand2	75	3.8
ha	28	4.7
xor2	36	4.2
[path summary, 6_finish.rpt]
kind | from | end | slack, ps
min | clk5z.count[24]$_SDFF_PN0_ | clk5z.count[24]$_SDFF_PN0_ | 470
max reg2reg | clk5z.count[17]$_SDFF_PN0_ | clk5z.salida$_DFFE_PN_ | 1410
max | clk5z.salida$_DFFE_PN_ | Leds[1] | 980
min reg2reg | clk5z.count[24]$_SDFF_PN0_ | clk5z.count[24]$_SDFF_PN0_ | 470
Power figures rest on the tool's default switching activity, not on a simulated workload.
